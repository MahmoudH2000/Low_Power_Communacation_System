**/design/flow/run.sh**
```bash
#!/bin/bash
# OpenROAD 26Q1-2900-gdf79404cd8, Yosys 0.63+post, stock flow scripts
make -C /OpenROAD-flow-scripts/flow DESIGN_CONFIG=/design/flow/config.mk WORK_HOME=/design/flow/orfs finish
```
**/design/flow/design.v**
```verilog
module DATA_SYNC #(parameter NUM_Stages = 2, 
                   parameter Width = 8, 
                   parameter S_TO_F = 1) (
    input  wire [Width-1:0] Async_bus, 
    input  wire             bus_EN, 
    input  wire             CLK, 
    input  wire             Reset,
    output reg  [Width-1:0] sync_bus,
    output reg              EN_pulse
);
reg  [NUM_Stages-1:0] flops_out;
reg                   Pulse_gen_FF;
wire                  Pulse_gen_out;
wire [Width-1:0]      MUX_out;
integer i;
always @(posedge CLK, negedge Reset) begin
    if (!Reset) begin
        for (i = 0; i<NUM_Stages; i=i+1) begin
        flops_out[i] <= 0;
        end
        Pulse_gen_FF <= 0;
        sync_bus <= 0;
        EN_pulse <= 0;
    end
    else begin
        flops_out[0] <= bus_EN;
        for (i = 1; i<NUM_Stages; i=i+1) begin
            flops_out[i] <= flops_out[i-1];
        end
        Pulse_gen_FF <= flops_out[NUM_Stages-1];
        sync_bus <= MUX_out;
        EN_pulse <= Pulse_gen_out;
    end
end
generate
    if (S_TO_F) begin : Slow_TO_Fast
        assign Pulse_gen_out = ~Pulse_gen_FF & flops_out[NUM_Stages-1];
    end
    else begin : Fast_TO_Slow
        assign Pulse_gen_out = Pulse_gen_FF ^ flops_out[NUM_Stages-1];
    end
endgenerate
assign MUX_out = Pulse_gen_out ? Async_bus:sync_bus;
endmodule
```
**/design/flow/config.mk**
```make
export PLATFORM = sky130hd
export DESIGN_NAME = DATA_SYNC
export DESIGN_NICKNAME = DATA_SYNC
export VERILOG_FILES = /design/flow/design.v
export SDC_FILE = /design/flow/constraint.sdc
export NUM_CORES = 4
export LEC_CHECK = 1
export CORE_AREA = 10 10 70 70
export DIE_AREA = 0 0 80 80
```
**/design/flow/constraint.sdc**
```tcl
current_design DATA_SYNC

set clk_period 2.6
set clk_io_pct 0.2

create_clock -name clk0 -period $clk_period [get_ports {CLK}]

set non_clock_inputs [all_inputs -no_clocks]
set_input_delay [expr $clk_period * $clk_io_pct] -clock clk0 $non_clock_inputs
set_output_delay [expr $clk_period * $clk_io_pct] -clock clk0 [all_outputs]
```
==> impl_metrics.csv <==
group,metric,value,unit
placement,place.gp.congestion,0.699,
worst_setup_path,end_kind,"output pin",
clocking,path_clk_slew,0.07,ns
die,initial_core_util,13.3,%
detailed_routing,initialDrtViolationCount,0,
detailed_routing,drc,0,
sta,setup_viol,0,
clocking,numCtsBuffers,3,
finish,mostFrequentLayoutCells,"clkdlybuf4s50_1, dfrtp_1, mux2_4, clkbuf_4",
grt,grt_use_total,2.85,%
finish,drive_gt1_share,29.5,%
logic_synthesis,synthCells,22,
grt,grt_pass1_wl,1330,um
die,die_w,80,um
clocking,cts_htree_levels,1,
flow_run,warnings,25,
die,num_rows,21,
worst_setup_path,slowest_delay,0.48,ns
logic_synthesis,ys_ff,12,
worst_setup_path,critical_path_buf_inv_count,1,
sta,fin_tns_setup,0,ns
sta,worst_pin_slew,0.526,ns
worst_setup_path,worst_r2r_path_depth,2,
sta,fmax,617,MHz
finish,layout.cells.non_filler,90,
die,num_io_pins,20,
logic_synthesis,ys_seq_share,66.1,%
worst_setup_path,cp_max_fo,2,
detailed_routing,vias,250,
worst_setup_path,path_delay_family,"buffers and inverters",
sta,slew_headroom,64.9,%
logic_synthesis,ys_types,4,
grt,antenna_found_initial,0,
detailed_routing,via_per_inst,2.78,
sta,rsz0062_at_grt,"no",
placement,dp_cells,86,
clocking,tritoncts,"done",
logic_synthesis,avgSynthCellArea,20.6,um^2
clocking,clockBufferDepth,2,
hold_path,worstHoldStart,"flops_out[0]",
worst_setup_path,r2r-start,"Pulse_gen_FF",
worst_setup_path,reg2reg_slack,1.42,ns
sta,finalCriticalPeriod,1.62,ns
worst_setup_path,path_class,"flip-flop to output pin",
logic_synthesis,yosysChipArea,454,um^2
placement,portBuffers,19,
worst_setup_path,cp.arrival,1.10,ns
worst_setup_path,r2r_end,"sync_bus[2]",
detailed_routing,antennaDiodeCount,0,
die,coreArea,3420,um^2
power_and_ir_drop,power_density,626,nW/um^2
power_and_ir_drop,finalPower,0.449,mW
grt,first_global_vias,266,
grt,overflow,0,
clocking,postCtsSetupRepairBufs,0,
logic_synthesis,synth_area,454,um^2
hold_path,min_to,"flops_out[1]",
die,die_h,80,um
hold_path,whs_path_depth,0,
detailed_routing,wl_per_cell,10.7,um
die,chipArea,6400,um^2
power_and_ir_drop,ir_worst_vdd,287,uV
power_and_ir_drop,p_leak,0.304,nW
sta,drv_slew,0,
sta,period_used_share,62.4,%
run_status,status,"finished clean",
worst_setup_path,crit_chain,"clkdlybuf4s50_1",
detailed_routing,ant_nets,0,
detailed_routing,finalWirelength,964,um
sta,timing_hold_violations_final,0,
sta,skew,0.00313,ns
grt,grt_start_max_net_pins,13,
clocking,post_cts_resized,0,
clocking,clock_latency,0.27,ns
clocking,clockRootBuffer,"clkbuf_4",
finish,final_common_cell,"clkdlybuf4s50_1",
detailed_routing,dr.pass1.iters,1,
finish,area_growth_syn_to_layout,58.1,%
hold_path,hp-class,"flip-flop to flip-flop",
worst_setup_path,cp.required,2.08,ns
worst_setup_path,slowest_stage,"clkdlybuf4s50_1",
logic_synthesis,yosysCellCount,22,
finish,fin_util,21.0,%
worst_setup_path,cp-start-kind,"flip-flop",
logic_synthesis,ys_warn_count,1,
clocking,clkSinkCount,12,
flow_run,cap_viol_max_count,0,
clocking,hold_buffers,0,
## state kept, by name, indices dropped and copies added (netlist names)
signal,count
EN_pulse,1
sync_bus,8
flops_out,2
Pulse_gen_FF,1
## how the worst max path moves through the flow
stage,start,endpoint,cells past startpoint
final,sync_bus[6],sync_bus[6],1
after global routing,sync_bus[6],sync_bus[6],1
after CTS,sync_bus[6],sync_bus[6],1
## cell usage after synthesis (all sizes together)
cell / count / area share (%)
dfrtp: 12 / 66
buf: 1 / 4.4
mux2: 8 / 26
nor2b: 1 / 3.0
## layer usage
layer  part of all wire [%]  GRT usage [%]  vias to the layer above
li1                       -              -                      120
met1                     45           3.48                      113
met2                     40           3.85                       17
met3                     15           2.50                        0
met4                      0          0.176                        0
met5                      0              0                        -
## cells by family (layout without fill, tap and decap cells)
logic type	count (synthesis)	in the layout	synth area share, %
DFF	12	12	66.1
muxes	8	8	26.4
and+or+nand+nor	1	1	3.03
buffers and inverters	1	23	4.41
## cell type report
cell class,count,area [um^2]
Fill cell,378,2700
Timing Repair Buffer,19,190
Tap cell,46,57.6
Clock buffer,4,36.3
Multi-Input combinational cell,9,134
Sequential cell,12,300
## stage by stage
| stage | hold slack (ns) | cell area, um^2 | worst slack, ns |
|---|---|---|---|
| 3_5_place_dp | 0.336 | 682 | 1.25 |
| 6_report | 0.349 | 718 | 0.978 |
| 4_1_cts | 0.353 | 718 | 0.945 |
| 3_3_place_gp | 0.332 | 682 | 1.26 |
| 5_1_grt | 0.361 | 718 | 0.925 |
| 2_1_floorplan | 0.224 | 454 | 1.56 |
## worst register-to-register path: cells and delay by family (launching register included)
| kind | cells | cell delay [ns] |
|---|---|---|
| multiplexers | 1 | 0.33 |
| AND/OR/NAND/NOR | 1 | 0.34 |
| flip-flops | 1 | 0.40 |
## power breakdown
group          internal, mW  switching [mW]  total, mW  leakage [nW]
Combinational        0.0701          0.0161     0.0862         0.141
Clock                0.0850          0.0595      0.145        0.0210
Sequential            0.208          0.0108      0.219         0.142
Power and IR drop assume default switching activity.
