==> flow/design.v <==
module CDC (
    input  wire  CLK,
    input  wire  Reset,
    input  wire  Data,
    input  wire  Active,
    output reg   CRC,
    output reg   CRC_valid
);
localparam [6:0] LFSR_True = 7'b0111011;
integer i;
reg [7:0]  LFSR;
reg [2:0]  Counter; 
always @(posedge CLK, negedge Reset) begin
    if (!Reset) begin
        LFSR      <=  'b0;
        CRC       <= 1'b0;
        CRC_valid <= 1'b0;
    end
    else if (Active) begin
        LFSR[7] <= LFSR[0] ^ Data;
        for (i = 0; i>7; i=i+1) begin
            if (LFSR_True[i]) begin
                LFSR[i] <= LFSR[i+1];
            end
            else begin
                LFSR[i] <= LFSR[i+1] ^ LFSR[0] ^ Data;
            end
        end
    end
    else begin
        CRC_valid       <= 1'b1;
        {LFSR[6:0], CRC} <= LFSR[7:0];
    end
end
endmodule
==> flow/run.sh <==
#!/bin/bash
# OpenROAD 26Q1-2900-gdf79404cd8, Yosys 0.63+post, stock flow scripts
make -C /OpenROAD-flow-scripts/flow DESIGN_CONFIG=/design/flow/config.mk WORK_HOME=/design/flow/orfs finish
==> flow/config.mk <==
export PLATFORM = sky130hd
export DESIGN_NAME = CDC
export DESIGN_NICKNAME = CDC
export VERILOG_FILES = /design/flow/design.v
export SDC_FILE = /design/flow/constraint.sdc
export NUM_CORES = 4
export LEC_CHECK = 1
export CORE_AREA = 10 10 70 70
export DIE_AREA = 0 0 80 80
==> flow/constraint.sdc <==
current_design CDC

set clk_period 1.6
set clk_io_pct 0.2

create_clock -name clk0 -period $clk_period [get_ports {CLK}]

set non_clock_inputs [all_inputs -no_clocks]
set_input_delay [expr $clk_period * $clk_io_pct] -clock clk0 $non_clock_inputs
set_output_delay [expr $clk_period * $clk_io_pct] -clock clk0 [all_outputs]
==> README.md <==
| Item | Reported |
|---|---|
| Vias post-DR | 202 |
| End of the worst register-to-register path | CRC$_DFFE_PN0N_ |
| Routed wirelength normalized by instance count | 7.221 um |
| Number of hold-slack violations in the final timing report | 0 |
| Core outline area | 0.003416 mm2 |
| Final Cycle Share | 87.28% |
| Aoi share | 1.246% |
| Leading post-synthesis cells by instance count | sky130_fd_sc_hd__dfrtp_1 (10), sky130_fd_sc_hd__mux2_4 (7) |
| Filler cell count | 388 |
| CP max FO | 2 |
| Post-Synthesis Mean Instance Area | 17.46 um2 |
| CTS Buffer Depth | 2 |
| Filler-free cell count of the finished design | 77 |
| CP startpoint kind | register |
| Final Critical Period | 1397 ps |
| FA/HA/MAJ Cells, Area Fraction | 0% |
| Pre-CTS WS | 174.2 ps |
| Diodes inserted | 0 |
| Routed wire length | 556 um |
| Total Routing Usage GR | 2.145% |
| Number of buffers inserted during clock tree synthesis | 3 |
| Post-synthesis sequential area ratio | 62.31% |
| Antenna viol nets, final | 0 |
| Initial Utilization | 11.76% |
| Vias in the first global route | 217 |
| Floorplan die height | 80 um |
| Vias per cell | 2.623 |
| Biggest combinational cell group after synthesis | multiplexers |
| # H-tree levels | 1 |
| Pre-Repair DR Iteration Count | 2 |
| Final Max Slew Viols | 0 |
| Share of Yosys cell area claimed by the top area cell type | 62.31% |
| Launching point of the worst reg2reg path | LFSR[0]$_DFFE_PN0N_ |
| Share of flip-flops with an asynchronous set or reset after synthesis | 100.0% |
| LEAKAGE | 0.2195 nW |
| Main area contributors after synthesis | sky130_fd_sc_hd__dfrtp_1 (62%), sky130_fd_sc_hd__mux2_4 (26%), sky130_fd_sc_hd__buf_6 (2.8%) |
| Gate count after technology mapping | 23 |
| Count of maximum capacitance violations | 0 |
| Power density normalized to cell area | 1462 mW/mm2 |
| Worst-case reg-to-reg path depth | 1 |
| Maximum operating frequency | 716.1 MHz |
| Post-synthesis cell type with the largest combined area | sky130_fd_sc_hd__dfrtp_1 |
| Clock Sinks | 10 |
| Synthesized cell area | 401.6 um2 |
| Number of flops mapped to enable cells by yosys | 0 |
| Num rows | 21 |
| Residual overflow from global routing | 0 |
| Final worst-path setup slack | 203.5 ps |
| TritonCTS clock tree | built |
| Standard cell area after detailed placement | 518.0 um2 |
| Placed instance count | 74 |
| Number of cell instances after yosys synthesis | 23 |
| Critical Path End Type | output port |
| Req. time, crit path | 1280 ps |
| Headroom to the max-slew limit | 72.34% |
| Worst VDD drop | 310.6 uV |
| Worst-path cell with the longest stage delay | sky130_fd_sc_hd__clkdlybuf4s50_1 |
| Depth of the critical timing path with buffers and inverters included | 1 |
| Final sum of negative setup slack | 0 ps |
| Share of cells above drive strength 1 | 35.48% |
| Area share of and/or/nand/nor cells after synthesis | 2.492% |
| XOR/XNOR Fraction of Synth Area | 2.181% |
| Run status | completed |
| Post-CTS Setup Bufs | 0 |
| Post-synthesis cell type with the largest instance count | sky130_fd_sc_hd__dfrtp_1 |
| Cell breakdown of the critical path | clkdlybuf4s50_1 |
| Post-synthesis register bit count | 10 |
| Chip width | 80 um |
| Antenna violations before repair | 0 |
| Final count of negative-setup-slack endpoints | 0 |
| Clock slew at reported path FFs | 60 ps |
| Top Family by Delay on Critical Path | buffers and inverters |
| Detailed placer's ending HPWL | 425.6 um |
| Overall power consumption | 0.0007900 W |
| Summed standard-cell area reported by yosys | 401.6 um2 |
| Measured slew at the worst slew-check pin | 413.5 ps |
| Clock latency of the later-clocked register in the worst-skew pair | 250 ps |
| Most used flip-flop cell after synthesis | sky130_fd_sc_hd__dfrtp_1 |
| Worst setup path class | register to output port |
| Maximum number of pins on one net before global-route repair | 12 |
| Ys Warns | 1 |
| Number of buffers and inverters on the critical path | 1 |
| IO Port Bufs | 5 |
| Ports placed on the boundary | 6 |
| Clk root buf | sky130_fd_sc_hd__clkbuf_4 |
| Mux cell area share after synthesis | 28.97% |
| Synthesis-to-finish area growth | 34.58% |
| Number of design rule violations left after detail routing | 0 |
| R2R setup slack | 810 ps |
| Path class of the lowest-slack min-delay path | primary input to asynchronous set/reset pin |
| Netlist cell types | 8 |
| Number of buffers inserted by hold repair at cts | 0 |
| Area enclosed by the die boundary | 0.006400 mm2 |
| Setup repair after global routing missed its margin | false |
| Delay of the slowest cell on the worst path | 480 ps |
| DRC violation total after the first TritonRoute iteration | 6 |
| First-pass GRT wire length | 1035 um |
| Quantity of gates resized following cts | 0 |
| Worst Skew | 7.410 ps |
| Routability-driven placement congestion ratio | 0.6878 |
| Crit path arrival time | 1080 ps |
| Final Cell Area | 540.5 um2 |
| Number of warnings in the stage logs | 25 |
worst max-delay path by stage:
stage,end,startpoint,slack (ps)
6_report,CRC,CRC$_DFFE_PN0N_,200
4_1_cts,CRC,CRC$_DFFE_PN0N_,180
5_1_grt,CRC,CRC$_DFFE_PN0N_,130
metal layers:
layer	part of all wire, %	track usage (%)
met4	1.6	0.3521
met2	38	2.488
met3	11	2.045
met1	50	2.780
met5	0	0
stage by stage:
stage	utilization [%]	hold WS (ps)
global placement	15.16	463.0
global route	15.82	391.9
detailed placement	15.16	464.5
CTS	15.82	372.1
finish	15.82	363.8
floorplan	-	24.41
sequential cells by signal (all words and copies together), names as in the netlist:
signal	flops
CRC	1
LFSR	8
CRC_valid	1
where the power goes:
| group | total (W) | internal [W] | switching [W] |
|---|---|---|---|
| sequential | 0.000424 | 0.000362 | 0.0000615 |
| clock | 0.000155 | 0.0000859 | 0.0000688 |
| combinational | 0.000211 | 0.000167 | 0.0000440 |
| total | 0.000790 | 0.000616 | 0.000174 |
kinds of logic after synthesis:
logic type | after synthesis
flops | 10
mux | 8
simple gates | 2
compound gates | 1
xor+xnor | 1
buf+inv | 1
final cells by class:
class	instances	area, um2	share of cell area [%]
multi-input cells	12	140.1	25.93
clock buffers	3	22.52	4.167
well taps	46	57.56	10.65
repair buffers	6	70.07	12.96
flip-flops and latches	10	250.2	46.30
placed cells by master, fill, tap and decap left out:
cell	netlist	routed
sky130_fd_sc_hd__clkbuf_4	0	3
sky130_fd_sc_hd__dfrtp_1	10	10
sky130_fd_sc_hd__clkdlybuf4s50_1	0	5
sky130_fd_sc_hd__a21oi_1	1	1
sky130_fd_sc_hd__xnor2_1	1	1
sky130_fd_sc_hd__nor2_1	1	1
sky130_fd_sc_hd__nand2b_1	1	1
sky130_fd_sc_hd__buf_12	0	1
sky130_fd_sc_hd__mux2_1	1	1
sky130_fd_sc_hd__mux2_4	7	7
Power figures rest on the tool's default switching activity, not on a simulated workload.
